File: flow/run.sh
#!/bin/bash
# OpenROAD 26Q1-2900-gdf79404cd8, Yosys 0.63+post, stock flow scripts
make -C /OpenROAD-flow-scripts/flow DESIGN_CONFIG=/design/flow/config.mk WORK_HOME=/design/flow/orfs finish
File: flow/config.mk
export PLATFORM = sky130hd
export DESIGN_NAME = lecturehall
export DESIGN_NICKNAME = lecturehall
export VERILOG_FILES = /design/flow/design.v
export SDC_FILE = /design/flow/constraint.sdc
export NUM_CORES = 4
export LEC_CHECK = 1
export CORE_UTILIZATION = 50
File: flow/design.v
module lecturehall(led,clk,out1,out2,out3,echo,echo2,habd2,trig,trig2,habd,realTrig, redlightBulb, greenlightBulb);
output reg[6:0] out1;
output reg[6:0] out2,out3;
input clk;  
reg clk2;
output reg redlightBulb, greenlightBulb;  
reg[150:0] cycle; 
output reg led;
reg [7:0] humanCount;  
reg [7:0] outCount;  
reg [7:0] TotalCount;  
parameter max=9;
reg[150:0] echoStartCycle; 
integer distance;
reg[150:0] echoStartCycle2; 
output  trig;
reg trig;
output  trig2;
reg trig2;
input echo;
input echo2;
output realTrig;
reg realTrig;
output habd;
reg habd;
output habd2;
reg habd2;
initial
	begin
		out1 <= 7'b1000000;
		out2 <= 7'b0100100;
		out3 <= 7'b1000000;
		clk2=1'b0;
		trig=0;
		trig2=0;
		realTrig=0;
		cycle<=151'b0;
		redlightBulb=1'b0;
		greenlightBulb=1'b0;
		led<=1'b0;
		humanCount<=8'd0;
		outCount<=8'd0;
		TotalCount<=8'd0;
		habd=1'b0;
		habd2=1'b0;
	end
always@(humanCount)
	begin
		if(humanCount==max)
			begin
				redlightBulb=1'b1;
				greenlightBulb=1'b0;
				led=1'b1;
			end
		else if(humanCount<max)
			begin
				led=1'b0;
				redlightBulb=1'b0;
				greenlightBulb=1'b1;
			end
	end	
always@(posedge clk)
	begin
		if(cycle==10000000)
			begin
				clk2=~clk2;
				cycle=0;
			end
		else
			begin
				cycle=cycle+1;
				if(clk2)
					begin
						trig=~trig;
						trig2=~trig2;
					end
			end
		realTrig=trig;
	end
always@(posedge clk2)
	begin
		if(habd==1'b1)
			begin
				if(humanCount<max)
					begin
						out1<=7'b1000000;
						out2<=7'b0100100;
						out3<=7'b1000000;
						humanCount= humanCount+1;
						case(humanCount)
						8'b00000000: out1 <= 7'b1000000;
						8'b00000001: out1 <= 7'b1111001;
						8'b00000010: out1 <= 7'b0100100; 
						8'b00000011: out1 <= 7'b0110000; 
						8'b00000100: out1 <= 7'b0011001; 
						8'b00000101: out1 <= 7'b0010010;
						8'b00000110: out1 <= 7'b0000010;
						8'b00000111: out1 <= 7'b1111000;
						8'b00001000: out1 <= 7'b0000000;
						8'b00001001: out1 <= 7'b0010000;
						default: out1 <= 7'b1000000;
						endcase
					end
			end
		if(habd2==1'b1)
			begin
				if(humanCount>0)
					begin
						out1<=7'b1000000;
						out2<=7'b0100100;
						out3<=7'b1000000;
						humanCount= humanCount-1;
						case(humanCount)
						8'b00000000: out1 <= 7'b1000000;
						8'b00000001: out1 <= 7'b1111001;
						8'b00000010: out1 <= 7'b0100100; 
						8'b00000011: out1 <= 7'b0110000; 
						8'b00000100: out1 <= 7'b0011001; 
						8'b00000101: out1 <= 7'b0010010;
						8'b00000110: out1 <= 7'b0000010;
						8'b00000111: out1 <= 7'b1111000;
						8'b00001000: out1 <= 7'b0000000;
						8'b00001001: out1 <= 7'b0010000;
						default: out1 <= 7'b1000000;
						endcase
					end
			end				
		case(humanCount)
			8'b00000000: out3 <= 7'b0010000;
			8'b00000001: out3 <= 7'b0000000;
			8'b00000010: out3 <= 7'b1111000; 
			8'b00000011: out3 <= 7'b0000010; 
			8'b00000100: out3 <= 7'b0010010; 
			8'b00000101: out3 <= 7'b0011001;
			8'b00000110: out3 <= 7'b0110000;
			8'b00000111: out3 <= 7'b0100100;
			8'b00001000: out3 <= 7'b1111001;
			8'b00001001: out3 <= 7'b1000000;
			default: out3 <= 7'b1000000;
			endcase
	end
always@(posedge echo)
		begin
			echoStartCycle=cycle;
		end
always@(posedge echo2)
		begin
			echoStartCycle2=cycle;
		end
always@(negedge echo)
		begin
			distance=(cycle-echoStartCycle);
			if(distance<0 & distance+10000000 <50*2900)
				begin
					habd=1'b1;
				end
			else if(distance >0 & distance<50*2900)
				habd=1'b1;
			else
				habd=1'b0;
		end
always@(negedge echo2)
		begin
			distance=(cycle-echoStartCycle2);
			if(distance<0 & distance+10000000 <50*2900)
				begin
					habd2=1'b1;
				end
			else if(distance >0 & distance<50*2900)
				habd2=1'b1;
			else
				habd2=1'b0;
		end
endmodule
File: flow/constraint.sdc
current_design lecturehall

set clk_period 20.5
set clk_io_pct 0.2

create_clock -name clk0 -period $clk_period [get_ports {clk}]
create_clock -name clk1 -period $clk_period [get_ports {echo}]
create_clock -name clk2 -period $clk_period [get_ports {echo2}]

set non_clock_inputs [all_inputs -no_clocks]
set_input_delay [expr $clk_period * $clk_io_pct] -clock clk0 $non_clock_inputs
set_output_delay [expr $clk_period * $clk_io_pct] -clock clk0 [all_outputs]
==> results.yml <==
# yosys + openroad results
drt:
  avgViaCountPerCell: 5.66
  drt_pass1_iterations: 5
  residual_drc_count: 0
  insertedDiodeCount: 0
  detail_route.wl_per_cell_um: 16.1
  ant_nets: 0
  routed_wirelength_um: 34300
  dr.first_iter.drc_count: 721
  route.vias.total: 12100
synth:
  ys_chip_area_um2: 14500
  synth.ff_latch_count: 251
  netlist_instances: 1712
  syn_warnings: 1
  ff_type: "dfxtp_1"
  syn_area_per_cell_um2: 8.45
  synth_cell_type_count: 86
  enable_flop_cells: 3
  yosys.area.top_type_share_pct: 34.0
  synth_stat.cells: 1712
  async_flop_share_pct: 0
  post-synth-top-area-cell: "dfxtp_1"
  mappedNetlistArea_um2: 14500
  post_synth_main_area_contributors: "dfxtp_1 (34%), xnor2_1 (8.4%), ha_1 (6.7%)"
worst_setup_path:
  worstSetupStartpointType: "flop"
  path_delay_family: "buffers and inverters"
  cp.required_ns: 16.40
  path_cells: "clkdlybuf4s50_1"
  critPathArrivalTime_ns: 11.59
  slowest_stage: "clkdlybuf4s50_1"
  worstSetupPathType: "flop to output port"
  critical_path_buf_inv_count: 1
  crit_fanout: 7
  timing.critical_path.slowest_cell_delay_ns: 0.53
  timing.critical_path.to_type: "output port"
power_and_ir_drop:
  power.sequential.fraction_pct: 46.8
  combinationalPowerShare_pct: 0
  powerDensity_nw_per_um2: 57.2
  power.ir.vdd_worst_mv: 0.0591
  swShare_pct: 20.9
  netSwitchingPower_w: 0.000191
  power_leakage_nw: 6.01
  cell_internal_pwr_w: 0.000725
  share_of_power_burned_in_the_clock_network_pct: 53.2
sta:
  setup_total_negative_slack_ns: 0
  timing.final.max_slew_violations: 0
  worst_clk_skew_ns: 0.0736
  finalSetupViolations: 0
  unclocked_pins: 31
  grt_setup_unrepaired: "no"
  final-hold-violation-count: 0
  worst_pin_slew_ns: 0.819
  slew_hr_pct: 44.7
  unconstrained_endpoints: 55
run:
  tool_warnings: 38
  max-cap-violations: 0
global_route:
  grt_antenna_before_repair: 1
  grt_pass1_wl_um: 56100
  grt.total_usage_pct: 24.6
  first_global_vias: 10800
  grt_remaining_overflow: 0
  grt_max_degree: 31
floorplan:
  io_pins: 32
  chipArea_um2: 29600
  core_um2: 28100
  rows: 61
  die.size.x_um: 172
  core_util_floorplan_pct: 51.5
  chipHeight_um: 172
place:
  place.gp.congestion: 0.951
  numPortBuffers: 29
  post_detailed_placement_half_perimeter_wirelength_um: 26300
  detailed_place.area_um2: 15100
cells_and_area:
  logic_area_um2: 8790
  core_util_final_pct: 57.0
  post-route-cell-area_um2: 16000
  seq_area_um2: 5040
  drive_gt1_share_pct: 4.80
  layout.filler_cells: 2602
  flow.area_growth_from_synthesis_pct: 10.6
clock_tree:
  cts-hold-fix-buffers: 0
  cts_setup_buffers: 0
  cts-resized-gates: 0
  cts_tree: "done"
  cts.reportedPaths.clkPinSlew_ns: 0.06
run_status:
  status: "finished clean"
hold_path:
  min_path_type: "flop to flop"
cell families (layout without fill, tap and decap cells):
family / Yosys count / count (layout) / share of synthesized area, %
AND/OR/NAND/NOR: 671 / 671 / 24.3
AND-OR/OR-AND: 333 / 333 / 16.3
flip-flops: 249 / 249 / 34.7
XOR/XNOR: 209 / 209 / 12.7
buffers and inverters: 160 / 198 / 4.37
adder cells (fa/ha/maj): 79 / 79 / 6.94
multiplexers: 9 / 9 / 0.631
latches: 2 / 2 / 0.208
Yosys cell counts, types with 6 or more instances:
master / number
o21ai_0: 47
or3_1: 14
ha_1: 77
nand2b_1: 16
nor4b_1: 7
a21boi_0: 8
clkbuf_1: 27
buf_2: 13
nand3_1: 83
o21a_1: 12
a211oi_1: 15
a21oi_1: 76
or2_2: 6
inv_1: 115
o31ai_1: 10
nand2_1: 145
o211ai_1: 12
and3_1: 45
xor2_1: 70
a211o_1: 8
nor4_1: 53
o22ai_1: 10
and4_1: 23
a21o_1: 25
dfxtp_1: 246
nor3_1: 39
mux2i_1: 8
o21bai_1: 12
a31oi_1: 11
or4_1: 9
nor2_1: 123
nor2b_1: 9
o31a_1: 6
and2_1: 24
nand4_1: 56
xnor2_1: 139
cell type report:
cell class | count | share of cell area [%]
clock buffer | 27 | 4.22
inverter | 113 | 2.65
clock inverter | 23 | 1.62
sequential | 251 | 31.5
timing repair buffer | 35 | 2.10
multi-input combinational | 1301 | 54.9
tap | 378 | 2.96
state kept, by name, summed over array words and instances, names as in the netlist:
| name | flops |
|---|---|
| humanCount | 8 |
| out3 | 7 |
| habd2 | 1 |
| trig | 1 |
| out2 | 7 |
| greenlightBulb | 1 |
| cycle | 151 |
| echoStartCycle | 32 |
| trig2 | 1 |
| echoStartCycle2 | 32 |
| clk2 | 1 |
| habd | 1 |
| led | 1 |
| out1 | 7 |
layout by cell type, fill, tap and decap left out, types with 7 or more instances in the layout:
cell type	count
o22ai_1	10
nand4_1	56
clkdlybuf4s50_1	29
a31oi_1	11
and3_1	45
nor3_1	39
or4_1	9
and2_1	24
o21ai_0	47
and4_1	23
dfxtp_1	246
clkbuf_16	27
mux2i_1	8
o21a_1	12
a211oi_1	15
or3_1	14
a21o_1	25
xnor2_1	139
nor4b_1	7
a211o_1	8
o21bai_1	12
nor2_1	123
xor2_1	70
nand2_1	145
nor4_1	53
o31ai_1	10
a21boi_0	8
inv_1	115
nand3_1	83
a21oi_1	76
nand2b_1	16
nor2b_1	9
o211ai_1	12
ha_1	77
metal layers:
metal  global-route usage [%]  wire, µm
met1                     39.7     17400
met3                     3.94      1490
met4                     3.77       643
met5                        0         0
met2                     36.1     14700
power by group through the flow:
stage / sequential [W] / clock (W) / combinational (W)
finish: 0.000428 / 0.000487 / 0.00000000354
global route: 0.000428 / 0.000515 / 0.00000000354
CTS: 0.000428 / 0.000496 / 0.00000000354
worst paths after layout:
kind                                from                          to  slack, ns  cells after the start
max in group clk1    cycle[1]$_SDFF_PP0_             habd$_SDFF_NP1_       5.54                     16
min                cycle[150]$_SDFF_PP0_       cycle[150]$_SDFF_PP0_       0.47                      1
min in group clk1    cycle[0]$_SDFF_PP0_   echoStartCycle[0]$_DFF_P_       0.58                      0
min in group clk2    cycle[0]$_SDFF_PP0_  echoStartCycle2[0]$_DFF_P_       0.58                      0
max                     habd2$_SDFF_NP1_                       habd2       4.81                      1
max in group clk2    cycle[0]$_SDFF_PP0_            habd2$_SDFF_NP1_       5.57                     15
max reg2reg          cycle[1]$_SDFF_PP0_             habd$_SDFF_NP1_       5.54                     16
min reg2reg        cycle[150]$_SDFF_PP0_       cycle[150]$_SDFF_PP0_       0.47                      1
per-stage QoR:
step | power, W | worst slack, ns | instances | hold WS (ns)
finish | 0.000916 | 4.81 | 2128 | 0.473
global route | 0.000943 | 4.78 | 2128 | 0.481
CTS | 0.000924 | 4.84 | 2128 | 0.471
detailed placement | 0.000439 | 5.20 | 2080 | 0.437
global placement | 0.000439 | 5.21 | 2080 | 0.439
floorplan | 0.000439 | 5.79 | 1712 | 0.343
Power is estimated from default activity; no workload was simulated.
